**design/flow/run.sh**
```bash
#!/bin/bash
# OpenROAD 26Q1-2900-gdf79404cd8, Yosys 0.63+post, stock flow scripts
make -C /OpenROAD-flow-scripts/flow DESIGN_CONFIG=/design/flow/config.mk WORK_HOME=/design/flow/orfs finish
```
**design/flow/config.mk**
```make
export PLATFORM = sky130hd
export DESIGN_NAME = fc_6_6_12_1_1
export DESIGN_NICKNAME = fc_6_6_12_1_1
export VERILOG_FILES = /design/flow/design.v
export SDC_FILE = /design/flow/constraint.sdc
export NUM_CORES = 4
export LEC_CHECK = 1
export CORE_UTILIZATION = 40
```
**design/flow/constraint.sdc**
```tcl
current_design fc_6_6_12_1_1

set clk_period 10.6
set clk_io_pct 0.2

create_clock -name clk0 -period $clk_period [get_ports {clk}]

set non_clock_inputs [all_inputs -no_clocks]
set_input_delay [expr $clk_period * $clk_io_pct] -clock clk0 $non_clock_inputs
set_output_delay [expr $clk_period * $clk_io_pct] -clock clk0 [all_outputs]
```
**design/flow/design.v**
```verilog
module fc_6_6_12_1_1(clk, reset, input_valid, input_ready, input_data, output_valid, output_ready, output_data);
parameter M = 6;
parameter N = 6;
parameter T = 12;
parameter R = 1;
parameter P = 1;
input clk, reset, input_valid, output_ready;
input signed [T-1:0] input_data;
output logic signed [T-1:0] output_data;
output output_valid, input_ready;
logic wr_en_x, clear_acc, en_acc, valid_en_acc;
localparam WIDTH_W=T, SIZE_W=(M*N);
localparam LOGSIZE_W = $clog2(SIZE_W); 
logic [LOGSIZE_W-1:0] addr_w;
localparam WIDTH_X=T, SIZE_X=(N);
localparam LOGSIZE_X = $clog2(SIZE_X); 
logic [LOGSIZE_X-1:0] addr_x;
logic signed [T-1:0] mem_x;
logic signed [T-1:0] mem_w_1;
logic signed [T-1:0] output_data_1;
localparam SEL = P;
localparam LOGSIZE_SEL = $clog2(SEL);
logic [LOGSIZE_SEL:0] sel;
	memory #(12, 6) memV_fc_6_6_12_1_1(clk, input_data, mem_x, addr_x, wr_en_x);
	fc_6_6_12_1_1_W_rom_1 romW_1(clk, addr_w, mem_w_1);
	fc_6_6_12_1_1_control #(6, 6, 12, 1, 1) control_fc_6_6_12_1_1(clk, reset, input_valid, output_ready, addr_x, wr_en_x, addr_w, clear_acc, valid_en_acc, input_ready, output_valid, sel);
	fc_6_6_12_1_1_datapath #(6, 6, 12, 1, 1) dp_1_fc_6_6_12_1_1(clk, reset, input_data, addr_x, wr_en_x, addr_w, clear_acc, valid_en_acc, output_data_1, mem_x, mem_w_1);
	always_comb begin
		if (sel == 0)
			output_data = output_data_1;
		else 
			output_data = output_data_1;
	end
endmodule
module fc_6_6_12_1_1_datapath(clk, reset, input_data, addr_x, wr_en_x, addr_w, clear_acc, valid_en_acc, output_data, mem_x, mem_w);
parameter M = 6;
parameter N = 6;
parameter T = 12;
parameter R = 1;
parameter P = 1;
input clk, reset;
input signed [T-1:0] input_data;
input wr_en_x, clear_acc, valid_en_acc;
localparam WIDTH_W=T, SIZE_W=(M*N);
localparam LOGSIZE_W = $clog2(SIZE_W); 
input [LOGSIZE_W-1:0] addr_w;
localparam WIDTH_X=T, SIZE_X=(N);
localparam LOGSIZE_X = $clog2(SIZE_X); 
input [LOGSIZE_X-1:0] addr_x;
output logic signed [T-1:0] output_data;		
input logic signed [T-1:0] mem_x, mem_w;
logic en_acc, temp;
logic signed [T-1:0] wire_add, wire_mul_out, acc_in, wire_fb, output_acc, input_relu;
logic signed [(2*T)-1:0] wire_mul; 
	always_comb begin 
		wire_mul = mem_x * mem_w;
		if(wire_mul > ((2**(T-1)) -1)) begin
			wire_mul_out = (2**(T-1)) -1;
		end
		else if (wire_mul < (-(2**(T-1))))begin
			wire_mul_out = -(2**(T-1));
		end
		else begin
			wire_mul_out = wire_mul;  
		end
		wire_add = acc_in + output_acc;
		wire_fb = output_acc;
		if((wire_fb[T-1] && acc_in[T-1] && (~wire_add[T-1])) || (~wire_fb[T-1]) && (~acc_in[T-1]) && (wire_add[T-1])) begin
			if(wire_fb[T-1] == 0) begin
				wire_add = (2**(T-1)) -1;				
			end
			else begin
				wire_add = -(2**(T-1));			
			end
		end
		else begin
				wire_add = acc_in + wire_fb;
		end							
	end
	dff reg_C1(valid_en_acc, temp, clk, reset);
	dff reg_C2(temp, en_acc, clk, reset);
	dff #(T) reg_C3(wire_mul_out, acc_in, clk, reset);
	acc #(T) reg_acc(wire_add, output_acc, clk, en_acc, clear_acc);	
	always_comb begin
		input_relu = output_acc;
		if (R == 1) begin		
			if(output_acc[T-1] == 0) begin
				output_data = input_relu;				
			end
			else begin
				output_data = 0;			
			end
		end
		else begin
			output_data = input_relu;
		end
	end
endmodule
module fc_6_6_12_1_1_control(clk, reset, input_valid, output_ready, addr_x, wr_en_x, addr_w, clear_acc, valid_en_acc, input_ready, output_valid, sel);
input clk, reset, input_valid, output_ready;
output logic output_valid, input_ready;	
output logic wr_en_x, clear_acc, valid_en_acc;
parameter M = 6;
parameter N = 6;
parameter T = 12;
parameter R = 1;
parameter P = 1;
localparam WIDTH_W=T, SIZE_W=(M*N); 
localparam LOGSIZE_W = $clog2(SIZE_W); 
output logic [LOGSIZE_W-1:0] addr_w;
localparam WIDTH_X=T, SIZE_X=N;	
localparam LOGSIZE_X = $clog2(SIZE_X); 
output logic [LOGSIZE_X-1:0] addr_x;
localparam SIZE_M = (M/P);
localparam LOGSIZE_M = $clog2(SIZE_M);
localparam SIZE_COUNT_READ = N+1;
localparam LOGSIZE_COUNT_READ = $clog2(SIZE_COUNT_READ);
localparam SIZE_COUNT_ACC = ((M+1)/P);
localparam LOGSIZE_COUNT_ACC = $clog2(SIZE_COUNT_ACC);
localparam SIZE_COUNT_MUX = P;
localparam LOGSIZE_COUNT_MUX = $clog2(SIZE_COUNT_MUX);
parameter [2:0] rst=3'b000, idle=3'b001, load_x=3'b011, read=3'b100, output_state=3'b101, clear=3'b110, done=3'b111;   
logic [2:0] state;
logic reset_countX, reset_count_op, reset_count_acc, reset_count_read, reset_en_acc, reset_mux; 
logic incr_vector, incr_row, incr_count_read, incr_en_acc, incr_mux;
logic overflow_v, overflow_row, overflow_acc, overflow_count_read, overflow_en_acc, overflow_mux;
logic [LOGSIZE_X:0] count_x, count;
logic [LOGSIZE_M:0] count_acc;
logic flag_acc; 
logic [LOGSIZE_COUNT_READ:0] count_read;
logic [LOGSIZE_COUNT_ACC:0] count_en_acc;
output logic [LOGSIZE_COUNT_MUX:0] sel;
counter #(N) countV(clk, reset_countX, incr_vector, count_x, overflow_v);	
counter #(N) countOP(clk, reset_count_op, incr_row, count, overflow_row);  
counter #(M/P) countCLR(clk, reset_count_acc, flag_acc, count_acc, overflow_acc);  
counter #(N+1) countREAD(clk, reset_count_read, incr_count_read, count_read, overflow_count_read);
counter #((M+1)/P) countACC(clk, reset_en_acc, incr_en_acc, count_en_acc, overflow_en_acc);
counter #(P) countMUX(clk, reset_mux, incr_mux, sel, overflow_mux);
always_comb begin
	if (overflow_count_read == 1)
		flag_acc = 1;
	else
		flag_acc = 0;
end
always_comb begin
  if ((state == load_x) && (input_valid == 1) && (overflow_v == 0))
		incr_vector = 1;
	else
		incr_vector = 0;
end
always_comb begin 
 if ((input_valid == 1) && (state == load_x)) begin
 		if (overflow_v == 1) begin
		  input_ready = 0;
		  wr_en_x = 0;
		end
		else begin
		  input_ready = 1;
  		wr_en_x = 1;
		end
	end
	else begin
		wr_en_x =0;
		input_ready = 0;
	end
end
always_comb begin
	if (state == output_state) begin
		if (overflow_mux == 0)
			output_valid = 1;
		else
			output_valid = 0;
	end
	else
		output_valid = 0;
end
always_comb begin
	if (state == rst) begin
		addr_w = 0;
		addr_x = 0;
		clear_acc = 1;
	end
	else if (state == load_x) begin
		addr_w = 0;
		addr_x = count_x;
		clear_acc = 0;
	end
	else if (state == idle) begin
		addr_w = 0;
		addr_x = 0;
		clear_acc = 0;
	end
	else if (state == read) begin
		addr_w = (count + (count_acc*N));
		addr_x = count;
		clear_acc = 0;
	end
	else if (state == output_state) begin
		addr_w = 0;
		addr_x = 0;
		clear_acc = 0;
	end
	else if (state == clear) begin
		addr_w = 0;
		addr_x = 0;
		clear_acc = 1;
	end
	else if (state == done) begin
		addr_w = 0;
		addr_x = 0;
		clear_acc = 1;
	end
	else begin
		addr_w = 0;
		addr_x = 0;
		clear_acc = 0;
	end
end
always_comb begin
	if (state == read) begin
		if (overflow_row == 1)
		    incr_row = 0;
		else
    		incr_row = 1;
		if (overflow_en_acc == 0) begin
		    incr_en_acc = 1;
		end
		else begin
		    incr_en_acc = 0;
		end
		incr_count_read = 1;
	end
	else begin
		incr_row = 0;
		incr_en_acc = 0;
		incr_count_read = 0;
	end
end
always_comb begin
	if ((state == read) && (overflow_row ==0))
		valid_en_acc = 1;
	else
		valid_en_acc = 0;
end
always_comb begin
	if((state == output_state) && (output_ready == 1))
		incr_mux = 1;
	else
		incr_mux = 0;
end
	always_ff @(posedge clk) begin
		if (reset == 1) begin
			state <= rst;
			reset_countX <= 1;
 			reset_count_op <= 1;
			reset_count_acc <= 1;
			reset_count_read <= 1;
			reset_en_acc <= 1;
			reset_mux <= 1;
		end		
	else begin
 		 if ((overflow_v == 0) && (overflow_row == 0) && (overflow_acc == 0))begin 
			state <= load_x;
			reset_countX <= 0;
 			reset_count_op <= 0;
			reset_count_acc <= 0;
			reset_count_read <= 0;
			reset_en_acc <= 0;
			reset_mux <= 0;
		end
		else if (((state == load_x) || (state == clear)) && (overflow_v == 1) && (overflow_acc == 0))begin 
			state <= idle;
			reset_countX <= 0;
 			reset_count_op <= 0;
			reset_count_acc <= 0;
			reset_count_read <= 0;
			reset_en_acc <= 0;
			reset_mux <= 0;
		end
		else if ((state == idle) && (overflow_v == 1) && (overflow_acc == 0)) begin
			state <= read;
			reset_countX <= 0;
 			reset_count_op <= 0;
			reset_count_acc <= 0;
			reset_count_read <= 0;
			reset_en_acc <= 0;
			reset_mux <= 0;	
		end
		else if ((overflow_v == 1) && (overflow_row == 1) && (overflow_count_read == 1)) begin
			state <= output_state;
			reset_countX <= 0;
 			reset_count_op <= 0;
			reset_count_acc <= 0;
			reset_count_read <= 1;
			reset_en_acc <= 1;
			reset_mux <= 0;
		end
		else if ((state == output_state) && (overflow_mux == 1) && (overflow_v == 1) && (overflow_acc == 0)) begin
			state <= clear;
			reset_countX <= 0;
 			reset_count_op <= 1;
			reset_count_acc <= 0;
			reset_count_read <= 0;
			reset_en_acc <= 0;
			reset_mux <= 1;
		end
    else if ((state == output_state) && (overflow_mux == 1) && (overflow_v == 1) && (overflow_acc == 1)) begin
			state <= done;
			reset_countX <= 1;
 			reset_count_op <= 1;
			reset_count_acc <= 1;
			reset_count_read <= 1;
			reset_en_acc <= 1;
			reset_mux <= 1;
		end
	 end				
	end			
endmodule
module fc_6_6_12_1_1_W_rom_1(clk, addr, z);
   input clk;
   input [5:0] addr;
   output logic signed [11:0] z;
   always_ff @(posedge clk) begin
      case(addr)
        0: z <= -12'd21;
        1: z <= -12'd29;
        2: z <= 12'd17;
        3: z <= -12'd13;
        4: z <= -12'd2;
        5: z <= -12'd17;
        6: z <= -12'd24;
        7: z <= -12'd31;
        8: z <= 12'd15;
        9: z <= 12'd17;
        10: z <= -12'd21;
        11: z <= -12'd15;
        12: z <= -12'd31;
        13: z <= -12'd19;
        14: z <= -12'd8;
        15: z <= -12'd31;
        16: z <= -12'd18;
        17: z <= 12'd28;
        18: z <= -12'd21;
        19: z <= 12'd12;
        20: z <= 12'd12;
        21: z <= -12'd26;
        22: z <= -12'd15;
        23: z <= 12'd20;
        24: z <= -12'd11;
        25: z <= -12'd6;
        26: z <= -12'd8;
        27: z <= 12'd3;
        28: z <= 12'd19;
        29: z <= 12'd22;
        30: z <= -12'd842;
        31: z <= 12'd830;
        32: z <= 12'd697;
        33: z <= 12'd103;
        34: z <= -12'd2031;
        35: z <= 12'd1112;
      endcase
   end
endmodule
module acc(d, q, clk, en_acc, clear_acc);
	parameter 	WIDTH=1;	
	input [WIDTH-1:0] d;
	input clk, en_acc, clear_acc;
	output logic signed [WIDTH-1:0] q;			
	always_ff @(posedge clk) begin
		if (clear_acc == 1 ) begin
			q <= 0;
		end
		else begin 
		if (en_acc == 1) 
			q <= d;
		end	
	end
endmodule
module dff(d,q,clk,reset);
	parameter 	WIDTH=1;	
	input [WIDTH-1:0] d;
	input clk, reset;
	output logic signed [WIDTH-1:0] q;			
	always_ff @(posedge clk) begin
		if (reset == 1 ) begin
			q <= 0;
		end
		else begin
			q <= d;
		end	
	end
endmodule
module counter (clk, reset, incr, regOut, overflow);
parameter OF = 2;
localparam LOGSIZE_OF = $clog2(OF);
input clk, reset, incr;
output logic overflow;
output logic [LOGSIZE_OF:0] regOut;
	always_ff @(posedge clk) begin
		if (reset == 1)
			regOut <= 0;
		else if (incr ==1) begin
			if (overflow == 1) begin
				regOut <= 0; 
			end
  			else begin
			regOut <= regOut+1;
			end
		end
	end
	always_comb begin 
		if (regOut == OF) begin
			overflow = 1; 
		end
		else begin 
			overflow = 0;
		end
	end
endmodule
module memory(clk, data_in, data_out, addr, wr_en);
parameter WIDTH=14, SIZE=9;
localparam LOGSIZE=$clog2(SIZE);
input [WIDTH-1:0] data_in;
output logic [WIDTH-1:0] data_out;
input [LOGSIZE-1:0] addr;
input clk, wr_en;
logic [SIZE-1:0][WIDTH-1:0] mem;
	always_ff @(posedge clk) begin	
		data_out <= mem[addr];
		if (wr_en)
 		mem[addr] <= data_in;
 	end
endmodule	
```
==> flow_metrics.env <==
# physical design summary
export IMPL_fmax_mhz=136.8
export IMPL_grt_antenna_before_repair=0
export IMPL_core_area_sq_mm=0.03643
export IMPL_grt_pass1_wl_um=59110
export IMPL_tritoncts="built"
export IMPL_clk_path_buf_depth=2
export IMPL_crit_arrival_ps=7670
export IMPL_num_antenna_cells=0
export IMPL_dp_hpwl_um=28170
export IMPL_postSynth_asyncResetShare=0
export IMPL_timing_rr_start="romW_1.z[4]$_SDFFCE_PN0P_"
export IMPL_cts_root_buf="clkbuf_16"
export IMPL_grtUsageTotal=0.2056
export IMPL_comb_area_sq_mm=0.009844
export IMPL_cp_slowest_stage_delay_ps=770
export IMPL_min_to="control_fc_6_6_12_1_1.countREAD.regOut[3]$_SDFFE_PP0P_"
export IMPL_chipArea_sq_mm=0.03771
export IMPL_maxCapViolations=0
export IMPL_cp_data_required_time_ps=10960
export IMPL_postCtsHoldBufs=0
export IMPL_min_period_over_period=0.6896
export IMPL_crit_chain="and2_1 > fa_1 > inv_1 > fa_1 > fa_1 > fa_1 > fa_1 > inv_1 > ha_1 > and3_1 > nor2b_1 > o31a_1 > nor4_1 > a21oi_1 > xor2_1 > nand4_1 > a21oi_1"
export IMPL_slew_limit_headroom=0.3411
export IMPL_slowest_stage="a21oi_1"
export IMPL_syn_inst=1618
export IMPL_syn2layout_area_growth_pct=8.689
export IMPL_period_minus_slack_ps=7310
export IMPL_overflow=0
export IMPL_place_gp_congestion=0.9113
export IMPL_stage_log_warnings=32
export IMPL_worstSetupEndpointType="flip-flop"
export IMPL_synthFlopType="edfxtp_1"
export IMPL_worst_pin_slew_ps=988.3
export IMPL_critPathMaxFanout=13
export IMPL_netlist_top_cells_area="fa_1 (19%), edfxtp_1 (17%), dfxtp_1 (8.8%), ha_1 (6.7%), inv_1 (5.3%)"
export IMPL_ys_warn_count=11
export IMPL_cts_setup_buffers=0
export IMPL_drt_iter0_drc=827
export IMPL_antenna_left=0
export IMPL_top_cell_area_share=0.1924
export IMPL_cts_sink_count=149
export IMPL_drive_gt1_frac=0.05462
export IMPL_timing_hold_ws_ps=473.8
export IMPL_ios=30
export IMPL_worstHoldPathCells=2
export IMPL_ff2ff_path_depth=17
export IMPL_die_h_um=194.2
export IMPL_rows=70
export IMPL_drc=0
export IMPL_clk_pin_slew_ps=70
export IMPL_syn_area_per_cell_sq_um=9.131
export IMPL_nFillCells=3401
export IMPL_cp_start_kind="flip-flop"
export IMPL_finalClockSkew_ps=14.30
export IMPL_status="completed"
export IMPL_seq_area_sq_mm=0.003824
export IMPL_crit_path_frequent_cell="fa_1"
export IMPL_ys_seq_share=0.2588
export IMPL_cp_num_buf_inv=2
export IMPL_fin_tns_setup_ps=0
export IMPL_cp_top_family="adder cells"
export IMPL_drt_wl_total_um=36130
export IMPL_htreeDepth=4
export IMPL_final_util=0.4407
export IMPL_largest_area_cell="fa_1"
export IMPL_crit_path_start="romW_1.z[4]$_SDFFCE_PN0P_"
export IMPL_fp_util=0.4055
export IMPL_ys_flops=149
export IMPL_critPathKind="flip-flop to flip-flop"
export IMPL_finalHoldViolCount=0
export IMPL_first_global_vias=11141
export IMPL_finalMaxSlewViolations=0
export IMPL_synthTopCellsByCount="inv_1 (209), nand2_1 (182), fa_1 (142)"
export IMPL_avgRoutedWirePerCell_um=17.38
export IMPL_vias=11475
export IMPL_holdCritStartpoint="control_fc_6_6_12_1_1.countREAD.regOut[3]$_SDFFE_PP0P_"
export IMPL_ff2ff_setup_slack_ps=3290
export IMPL_cts_inserted_buffers=17
export IMPL_most_common_cell="inv_1"
export IMPL_cts_resized=0
export IMPL_vias_per_cell=5.519
export IMPL_grt_max_degree=54
export IMPL_ys_types=83
export IMPL_io_buffers=28
export IMPL_r2r_end="dp_1_fc_6_6_12_1_1.reg_C3.q[1]$_SDFF_PP0_"
export IMPL_dr_pass1_iters=5
export IMPL_ys_cells=1618
export IMPL_hp_class="flip-flop to flip-flop"
export IMPL_edf_count=84
export IMPL_clock_latency_ps=450
export IMPL_synth_area_sq_mm=0.01477
export IMPL_die_x_um=194.2
export IMPL_synth_area_yosys_sq_mm=0.01477
export IMPL_rsz0062_at_grt="no"
export IMPL_setup_viol=0
sequential cells by signal (all words and copies together) (netlist names):
name	cells
romW_1.z	12
memV_fc_6_6_12_1_1.data_out	12
control_fc_6_6_12_1_1.countV.regOut	4
control_fc_6_6_12_1_1.reset_count_read	1
memV_fc_6_6_12_1_1.mem	72
dp_1_fc_6_6_12_1_1.reg_C2.q	1
control_fc_6_6_12_1_1.countCLR.regOut	4
control_fc_6_6_12_1_1.reset_count_op	1
control_fc_6_6_12_1_1.reset_countX	1
dp_1_fc_6_6_12_1_1.reg_acc.q	12
dp_1_fc_6_6_12_1_1.reg_C3.q	12
control_fc_6_6_12_1_1.countOP.regOut	4
control_fc_6_6_12_1_1.countREAD.regOut	4
dp_1_fc_6_6_12_1_1.reg_C1.q	1
control_fc_6_6_12_1_1.countMUX.regOut	1
control_fc_6_6_12_1_1.state	7
stage by stage:
stage          setup slack, ps  cell area, sq um  cells
6_report                  3290             16060   2079
3_5_place_dp              3342             15440   2047
5_1_grt                   2711             16060   2079
3_3_place_gp              3591             15440   2047
2_1_floorplan             3263             14770   1618
4_1_cts                   3314             16060   2079
final cells by class:
| class | count | area share |
|---|---|---|
| repair buffers | 44 | 0.02493 |
| multi-input cells | 1177 | 0.6131 |
| well taps | 468 | 0.03647 |
| flip-flops and latches | 149 | 0.2381 |
| clock buffers | 17 | 0.02649 |
| inverters | 209 | 0.04885 |
| clock inverters | 15 | 0.01208 |
worst reg2reg max path, cell delays in order (launching register included):
cell and delay, ps:
edfxtp_1 560, and2_1 280, fa_1 740, inv_1 120
fa_1 560, fa_1 440, fa_1 520, fa_1 540
inv_1 40, ha_1 410, and3_1 230, nor2b_1 140
o31a_1 180, nor4_1 90, a21oi_1 770, xor2_1 750
nand4_1 560, a21oi_1 310
how the worst max path moves through the flow:
stage	end	slack, ps	cells past startpoint
final	dp_1_fc_6_6_12_1_1.reg_C3.q[1]$_SDFF_PP0_	3290	17
after global routing	dp_1_fc_6_6_12_1_1.reg_C3.q[1]$_SDFF_PP0_	2710	17
after CTS	dp_1_fc_6_6_12_1_1.reg_C3.q[1]$_SDFF_PP0_	3310	17
per-layer routing:
layer / vias to the layer above / global-route usage / share of wire
met5: - / 0 / 0
met4: 0 / 0.02263 / 0.012
met3: 30 / 0.06072 / 0.077
met2: 383 / 0.3102 / 0.45
met1: 5518 / 0.3173 / 0.46
li1: 5544 / - / -
cell usage in the layout (no fill, tap or decap), types with 6 or more instances in the layout:
cell type	instances
a211oi_1	7
clkbuf_16	17
o2111ai_1	12
and3_1	18
o21bai_1	6
buf_4	16
a311oi_1	11
nor2_1	98
nor4_1	17
mux4_2	12
clkdlybuf4s50_1	28
o211ai_1	11
a21o_1	9
edfxtp_1	84
xor2_1	25
or3_1	8
mux2i_1	20
ha_1	79
nand3_1	36
inv_1	209
and2_1	63
fa_1	142
nand3b_1	9
nand4_1	13
nand2_1	182
a31oi_1	12
o41ai_1	12
dfxtp_1	65
a21oi_1	81
o2bb2ai_1	17
o21ai_0	63
a22o_1	39
nor2b_1	17
nand2b_1	18
xnor2_1	25
nor3_1	27
cells by family (layout without fill, tap and decap cells):
| logic type | after synthesis | count (layout) | synth area share |
|---|---|---|---|
| adders and majority gates | 221 | 221 | 0.2593 |
| muxes | 33 | 33 | 0.03260 |
| buffers and inverters | 292 | 285 | 0.07630 |
| xor gates and xnor gates | 53 | 53 | 0.03379 |
| DFF | 149 | 149 | 0.2588 |
| other | 1 | 1 | 0.0002538 |
| and+or+nand+nor | 538 | 538 | 0.1828 |
| AOI/OAI and AO/OA | 331 | 331 | 0.1561 |
